`design/flow/constraint.sdc`:
```
current_design init

set clk_period 3.2
set clk_io_pct 0.2

create_clock -name clk0 -period $clk_period [get_ports {clk}]

set non_clock_inputs [all_inputs -no_clocks]
set_input_delay [expr $clk_period * $clk_io_pct] -clock clk0 $non_clock_inputs
set_output_delay [expr $clk_period * $clk_io_pct] -clock clk0 [all_outputs]
```
`design/flow/design.v`:
```
`timescale 1ps / 1ps
module init(
    input  logic       clk, 
    input  logic       rst_n,
    input  logic       en, 
    output logic       rdy,
    output logic [7:0] addr, 
    output logic [7:0] wrdata, 
    output logic       wren
    );
    enum {INITALIZE, WRITE, DONE, ERROR} state;
    logic [7:0] addr_math;
    always_ff @(posedge clk)begin
        if(~rst_n)
            state = INITALIZE;
        else begin
            case (state)
                INITALIZE: begin 
                    if(en)
                        state = WRITE;
                    else
                        state = INITALIZE;
                end
                WRITE: begin
                    if(addr_math === 255)
                        state = INITALIZE;
                    else
                        state = WRITE;
                end
                DONE: state = DONE;
                default: state = ERROR;
            endcase
        end
        case (state)
            INITALIZE: addr_math = 0;
            WRITE: addr_math = addr_math + 1;
            DONE: addr_math = addr_math;
            default: addr_math = 'x;
        endcase
    end
    always_comb begin
        case (state)
            INITALIZE: begin
                rdy = 1'b1;
                wren = 1'b1;
            end
            WRITE: begin
                rdy = 1'b0;
                wren = 1'b1;
            end
            DONE: begin
                rdy = 1'b1;
                wren = 1'b0;
            end
            default: begin
                rdy = 'x;
                wren = 'x;
            end
        endcase
        addr =   addr_math;
        wrdata = addr_math;
    end
endmodule: init
```
`design/flow/config.mk`:
```
export PLATFORM = sky130hd
export DESIGN_NAME = init
export DESIGN_NICKNAME = init
export VERILOG_FILES = /design/flow/design.v
export SDC_FILE = /design/flow/constraint.sdc
export NUM_CORES = 4
export LEC_CHECK = 1
export CORE_AREA = 10 10 70 70
export DIE_AREA = 0 0 80 80
```
`design/flow/run.sh`:
```
#!/bin/bash
# OpenROAD 26Q1-2900-gdf79404cd8, Yosys 0.63+post, stock flow scripts
make -C /OpenROAD-flow-scripts/flow DESIGN_CONFIG=/design/flow/config.mk WORK_HOME=/design/flow/orfs finish
```
==> job_summary.md <==
### Metrics collected by this job

| Metric | Value |
|---|---|
| Setup WS pre-CTS | `1.07 ns` |
| PortBufs | `20` |
| Register share after synthesis | `49.5%` |
| # diodes | `0` |
| #FFs+latches synth | `12` |
| Worst Setup Slack, final | `1.25 ns` |
| Fp_density | `about a fifth` |
| Final instance area | `871 um2` |
| Vias in the first global route | `~470` |
| Placer Congestion | `about 0.77` |
| DR pass1 iterations | `5` |
| Final Cycle Share | `61.0%` |
| Complex Gates by Area | `between 4 and 5%` |
| Rel. slew slack | `74.0%` |
| # Post-CTS Setup Buffers | `0` |
| Number of cells in Yosys stat | `55` |
| Num rows | `21` |
| Synthesized cell area | `647 um2` |
| Yosys chip area | `647 um2` |
| Crit Path Class | `register to register` |
| Critical Path RT | `3.12 ns` |
| P_leak | `0.332 nW` |
| Total I/O pin count | `21` |
| Slew of the pin with the lowest slew margin | `between 0.3 and 0.4 ns` |
| Cell type with the largest total area | `edfxtp_1` |
| XOR Share, Synth | `8.12%` |
| Worst Path Arrival | `approximately 1.9 ns` |
| Slew Limit Fails | `0` |
| Drt total wl | `1.39 mm` |
| DRC | `0` |
| Synth top area share | `37.1%` |
| Crit. End Element | `register` |
| Clock Skew | `0.000512 ns` |
| CTS root buf | `clkbuf_4` |
| Final setup vio count | `0` |
| Synth Area in Simple Gates | `24.8%` |
| CTS tree | `yes` |
| Ys Warns | `1` |
| Peak VDD IR | `0.112 mV` |
| Routed WL per cell | `11.9 um` |
| Average instance area after synthesis | `11.8 um2` |
| Adder Area Share | `1.93%` |
| Worst path cell trace | `ha_1 -> nand4_4 -> a22oi_4 -> nand3b_1` |
| H-tree Lvls | `1` |
| Fraction of layout cells with a size suffix above 1 | `8.45%` |
| Drt first-iter violations | `33` |
| Total grt overflow | `0` |
| Total power | `about 0.29 mW` |
| OpenROAD warning count | `25` |
| Vias | `467` |
| Num CTS Buffers | `3` |
| Tmin final | `1.95 ns` |
| Final Util | `25.5%` |
| Chip Height | `~80 um` |
| Clk pin slew, worst setup/hold paths | `0.07 ns` |
| Die area | `6400 um2` |
| Hold Crit Class | `register to register` |
| Core area | `between 3000 and 4000 um2` |
| Post-synth area hogs | `edfxtp_1 37%, dfxtp_1 12%, buf_4 9.3%, xor2_1 8.1%, nor3_1 3.9%` |
| GRT Total Usage | `~4.4%` |
| HPWL Detailed | `1.09 mm` |
| Crit path max fanout | `10` |
| Area fraction in mux cells | `0%` |
| Fin Setup TNS | `0 ns` |
| Fmax | `512 MHz` |
| Comb area leader | `simple AND/OR/NAND/NOR gates` |
| Area added between synthesis and finish | `34.6%` |
| WHS | `0.507 ns` |
| Die W | `80 um` |
| Skew-Pair Late Insertion Delay | `around 0.26 ns` |
| Placed cells | `about 110` |
| CP peak stage delay | `0.50 ns` |
| CTS Buffer Depth | `2` |
| Post-synthesis cell count | `about 55` |
| Commonest Layout Cell | `clkdlybuf4s50_1` |
| Final Hold Fails | `0` |
| Fillers | `371` |
| Post-Layout Cell Count | `117` |
| CTS-repair resized insts | `0` |
| Dpl cell area | `845 um2` |
| CTS sink count | `12` |
| Critical path's slowest cell | `edfxtp_1` |
| RSZ-0062 raised after global routing | `no` |
| Most frequent cells in the layout | `20 x clkdlybuf4s50_1, 8 x edfxtp_1, 6 x xor2_1, 5 x nor3_1, 4 x dfxtp_1` |
| Cell Type Count | `21` |
| Status | `completed` |
| Via density | `about 4` |
| Power Density | `329 nW/um2` |
| Largest net degree at the start of global routing | `11` |
| Critical Path Start Type | `register` |
| Antenna Nets Post-Route | `0` |
| Max-cap violation count | `0` |
| Cts hold-fix bufs | `0` |
| Global-route wire length before repair | `2.26 mm` |
| Initial antenna violation count | `0` |
-- layer usage --
metal | share of wire [%] | GRT usage (%)
met3 | 14 | 2.61
met1 | 42 | 5.96
met5 | 0 | 0
met4 | 0 | 0.528
met2 | 43 | 6.10
-- layout make-up --
cell class | instances | area [um2] | area share, %
clock buffers | 3 | 22.5 | 2.59
clock inverters | 1 | 3.75 | 0.431
well taps | 46 | 57.6 | 6.61
repair buffers | 20 | 200 | 23.0
flip-flops and latches | 12 | 320 | 36.8
multi-input cells | 32 | 255 | 29.3
inverters | 3 | 11.3 | 1.29
-- synthesized netlist by cell type --
cell type  instances
a22oi_4            1
and2_1             2
and3_1             1
and4_4             1
and4b_1            2
buf_4              8
dfxtp_1            4
edfxtp_1           8
ha_1               1
inv_1              3
nand2_1            2
nand3_1            3
nand3b_1           2
nand4_1            1
nand4_4            1
nor2_1             1
nor2b_1            1
nor3_1             5
nor4bb_1           1
o221ai_1           1
xor2_1             6
-- state kept, by name, summed over array words and instances, names as in the netlist --
signal,flops
addr_math,8
state,4
-- critical path: cells and delay by family (launching register included) --
family / cells / cell delay (ns)
AND/OR/NAND/NOR: 2 / 0.50
adder cells (fa/ha/maj): 1 / 0.34
flip-flops: 1 / 0.50
AND-OR/OR-AND: 1 / 0.28
-- cell families (layout without fill, tap and decap cells) --
kind of cell | count (synthesis) | count (layout)
simple gates | 23 | 23
flops | 12 | 12
buf+inv | 11 | 27
xor+xnor | 6 | 6
compound gates | 2 | 2
fa+ha+maj | 1 | 1
-- report_power, final --
group | leakage [nW] | internal, mW | switching [mW]
Combinational | 0.185 | 0.0147 | 0.00903
Sequential | 0.131 | 0.168 | 0.00551
Clock | 0.0154 | 0.0450 | 0.0449
Total | 0.332 | 0.227 | 0.0595
-- worst paths after layout --
path,endpoint,cells after the start,from,slack (ns)
max,addr_math[0],4,addr_math[0],1.25
min,state[3],1,state[3],0.51
max reg2reg,addr_math[0],4,addr_math[0],1.25
min reg2reg,state[3],1,state[3],0.51
Power is estimated from default activity; no workload was simulated.
